===== ./design.v =====
module veda (
  input clk,  
  input mode,  
  input [4:0] address,  
  input [31:0] data_in,  
  output reg [31:0] data_out  
);
reg [31:0] mem [0:31];  
always @(posedge clk) begin
  if (mode == 0) begin  
    mem[address] <= data_in;  
    data_out <= data_in;  
  end else begin  
    data_out <= mem[address];  
  end
end
endmodule
module instruction_fetch(clk, rst, write_enable, address, datain, mode, dataout);
    input clk, rst, write_enable, mode;
    input [8:0] address;
    input [31:0] datain;
    output reg [31:0] dataout;
    reg [31:0] mem [511:0];
    integer i;
    initial begin
            mem[0]<=32'b01011100000100000000000001100100;
            mem[1]<=32'b01011100000010000000000000000000;
            mem[2]<=32'b01011100000010010000000000000000;
            mem[3]<=32'b01011100000100010000000000000101;
            mem[4]<=32'b01011100000100100000000000000101;
            mem[5]<=32'b00000000000100000101000000000000;
            mem[6]<=32'b00000000000100000101100000000000;
            mem[7]<=32'b00010010001100011111111111111111;
            mem[8]<=32'b01011100000010010000000000000000;
            mem[9]<=32'b00010010010100101111111111111111;
            mem[10]<=32'b00000000000100000101100000000000;
            mem[11]<=32'b00110001011100110000000000000000;
            mem[12]<=32'b00010001011010110000000000000001;
            mem[13]<=32'b00110001011101000000000000000000;
            mem[14]<=32'b00010001001010010000000000000001;
            mem[15]<=32'b011000_10011_10100_0110000000000000;
            mem[16]<=32'b00111101100000000000000000000100;
            mem[17]<=32'b00110101011100110000000000000000;
            mem[18]<=32'b00110101011101001111111111111111;
            mem[19]<=32'b00110001011101000000000000000000;
            mem[20]<=32'b00111101001100101111111111110111;
            mem[21]<=32'b00010001000010000000000000000001;
            mem[22]<=32'b00111101000100011111111111110010;
            mem[23]<=32'b01011100000010000000000000000000;
            mem[24]<=32'b00010010001100010000000000000001;
            mem[25]<=32'b001100_10000_10001_0000000000000000;
            mem[26]<=32'b001100_10000_10010_0000000000000001;
            mem[27]<=32'b001100_10000_10011_0000000000000010;
            mem[28]<=32'b001100_10000_10100_0000000000000011;
            mem[29]<=32'b001100_10000_10101_0000000000000100;
            mem[30]<=32'b011111_10000_10101_0000000000000100;
            mem[100]<=90;
            mem[101]<=80;
            mem[102]<=70;
            mem[103]<=75;
            mem[104]<=95;
    end
    always @( * ) begin
        if(rst) begin
            for(i = 0; i < 512; i = i + 1) begin
                mem[i] <= 0;
            end
        end
        else if(write_enable) begin
            if(mode == 0) begin
                 mem[address] <= datain;
            end
            else begin
                mem[address] <= datain;
            end
        end
        else begin
            dataout <= mem[address];
        end
    end
endmodule
module alu(
    clk,reset,instruction,out,a,b,addr
);
  input clk,reset;
   output [31:0]instruction;
  output reg[31:0] out,a,b;
  reg[8:0] pc=9'b000000000;
  reg [31:0] register[31:0];
  reg [31:0] p[4:0];
  reg [6:0]opcode;
  reg [31:0] datain=2;
  output reg [8:0] addr=0;
  reg write_enable=1'b0;
  instruction_fetch u1(.clk(clk), .rst(1'b0), .write_enable(write_enable), .address(addr),.mode(1'b1),.datain(datain),.dataout(instruction));
  integer i;
  reg[31:0] temp;
  initial begin
    for ( i= 0;i<32 ;i=i+1 ) begin
        register[i]=i;
    end
  end
  always @(negedge clk) begin
    if (opcode==12) begin
        register[a]=instruction;
        out=register[a];
      end
      addr=pc;
      write_enable=1'b0;
  end
  always@(posedge clk)
begin
    opcode=instruction[31:26];
    if(reset)begin
        for ( i= 0;i<32 ;i=i+1 ) begin
        register[i]=i;
        end
        pc=0;
    end
    case (instruction[31:26]) 
    0 : begin
        register[instruction[15:11]] = $signed(register[instruction[25:21]]) + $signed(register[instruction[20:16]]);      
        a=register[instruction[25:21]];
        b=register[instruction[20:16]];
        out=register[instruction[15:11]];
    end 
    1 :begin
        register[instruction[15:11]] = $signed(register[instruction[25:21]]) - $signed(register[instruction[20:16]]);      
          a=register[instruction[25:21]];
          b=register[instruction[20:16]];
          out=register[instruction[15:11]];
    end 
    2 :begin
        register[instruction[15:11]]=register[instruction[25:21]]+register[instruction[20:16]];      
        a=register[instruction[25:21]];
        b=register[instruction[20:16]];
        out=register[instruction[15:11]];
    end 
    3 :begin
        register[instruction[15:11]]=register[instruction[25:21]]-register[instruction[20:16]];      
        a=register[instruction[25:21]];
        b=register[instruction[20:16]];
        out=register[instruction[15:11]];
    end
    4 :begin
        a=register[instruction[25:21]];
        register[instruction[20:16]] = $signed(register[instruction[25:21]]) + $signed(instruction[15:0]);        
        b=$signed(instruction[15:0]);
        out=register[instruction[20:16]];
    end
    5 :begin
        register[instruction[20:16]] = register[instruction[25:21]] + instruction[15:0];         
        a=register[instruction[25:21]];
        b=instruction[15:0];
        out=register[instruction[20:16]];
    end
    6 :begin
        register[instruction[15:11]]=register[instruction[25:21]] & register[instruction[20:16]];         
          a=register[instruction[25:21]];
          b=register[instruction[20:16]];
          out=register[instruction[15:11]];
    end
    7 :begin
        register[instruction[15:11]]=register[instruction[25:21]] | register[instruction[20:16]];          
        a=register[instruction[25:21]];
        b=register[instruction[20:16]];
        out=register[instruction[15:11]];
    end
    8 :begin
        register[instruction[20:16]] = register[instruction[25:21]] & instruction[15:0];       
        a=register[instruction[25:21]];
        b=instruction[15:0];
        out=register[instruction[20:16]];
    end
    9 :begin
        register[instruction[20:16]] = register[instruction[25:21]] | instruction[15:0];         
        a=register[instruction[25:21]];
        b=instruction[15:0];
        out=register[instruction[20:16]];
    end
    10 :begin
        register[instruction[15:11]]=register[instruction[20:16]]<<register[instruction[10:6]];         
        a=register[instruction[20:16]];
        b=register[instruction[10:6]];
        out=register[instruction[15:11]];
    end
    11 :begin
        register[instruction[15:11]]=register[instruction[20:16]]>>register[instruction[10:6]];         
        a=register[instruction[20:16]];
        b=register[instruction[10:6]];
        out=register[instruction[15:11]];
    end
    12 :begin
        addr=$signed(register[instruction[25:21]])+$signed(instruction[15:0]);        
        a=instruction[20:16];
        b=addr;
    end
    13 :begin
        addr=$signed(register[instruction[25:21]])+$signed(instruction[15:0]);         
        datain=register[instruction[20:16]];
        write_enable=1'b1;
        a=addr;
        b=instruction[15:0];
        out=register[instruction[20:16]];
    end
     14 : begin     
            if(register[instruction[25:21]] == register[instruction[20:16]] )begin
                pc=pc+ $signed(instruction[15:0])-1;
            end
        end  
        15 : begin  
            if(register[instruction[25:21]] != register[instruction[20:16]] )begin
                a=register[instruction[25:21]];
                b=register[instruction[20:16]];
                out=1;
                pc=pc+ $signed(instruction[15:0])-1;
            end
            else begin
                out=0;
            end
        end
        16 : begin  
            if(register[instruction[25:21]] > register[instruction[20:16]] )begin
                pc=pc+ $signed(instruction[15:0])-1;
            end
        end 
        17 : begin   
            if(register[instruction[25:21]] >= register[instruction[20:16]] )begin
                pc=pc+ $signed(instruction[15:0])-1;
            end
        end  
        18 : begin   
            if(register[instruction[25:21]] < register[instruction[20:16]] )begin
                pc=pc+ $signed(instruction[15:0]);
            end
        end
       19 : begin   
            if(register[instruction[25:21]] <= register[instruction[20:16]] )begin
                pc=pc+ $signed(instruction[15:0]);
            end
        end
        20 : begin   
                pc= $signed(instruction[15:0])-1;
        end
        21 : begin   
                pc=register[instruction[25:21]]-1;
            end
        22 : begin   
                register[31]=pc+1;
                pc=instruction[15:0]-1;
            end
        23 : begin
                register[instruction[20:16]]=instruction[15:0];
                a=instruction[15:0];
                b=instruction[20:16];
                out=register[instruction[20:16]];
            end
        24 : begin             
            if(register[instruction[25:21]] < register[instruction[20:16]] )begin
                register[instruction[15:11]]=1;
            end
            else begin
                 register[instruction[15:11]]=0;
            end
            a=register[instruction[25:21]];
            b=register[instruction[20:16]];
            out=register[instruction[15:11]];
        end
        31 : begin 
            $monitor("Sorted Array:%d %d %d %d %d",register[17],register[18],register[19],register[20],register[21]);
        end
    endcase
    pc=pc+1;
end 
endmodule

===== ./run.sh =====
#!/bin/bash
# OpenROAD 26Q1-2900-gdf79404cd8, Yosys 0.63+post, stock flow scripts
make -C /OpenROAD-flow-scripts/flow DESIGN_CONFIG=/design/flow/config.mk WORK_HOME=/design/flow/orfs finish

===== ./config.mk =====
export PLATFORM = sky130hd
export DESIGN_NAME = veda
export DESIGN_NICKNAME = veda
export VERILOG_FILES = /design/flow/design.v
export SDC_FILE = /design/flow/constraint.sdc
export NUM_CORES = 4
export LEC_CHECK = 1
export CORE_UTILIZATION = 50

===== ./constraint.sdc =====
current_design veda

set clk_period 22.2
set clk_io_pct 0.2

create_clock -name clk0 -period $clk_period [get_ports {clk}]

set non_clock_inputs [all_inputs -no_clocks]
set_input_delay [expr $clk_period * $clk_io_pct] -clock clk0 $non_clock_inputs
set_output_delay [expr $clk_period * $clk_io_pct] -clock clk0 [all_outputs]

==> notes.md <==
The following summarizes the physical implementation.

Placed design
Per the placement log, port buffering inserted approximately 70 buffers. The detailed placement HPWL is around 47000 um. The final weighted congestion recorded by global placement is 0.8269.

Final timing
The max-slew violation count is 0. Setup repair after global routing left no endpoint under its margin. The pin closest to its max-slew limit shows a slew of 993.6 ps.

The clock period could shrink to a little over 9000 ps. Per the final timing report, the hold violations number 0. The achievable frequency is 108.6 MHz. Checking max transition, the worst relative margin is roughly a third. The final-layout setup total negative slack is 0 ps. The worst hold margin is 4399 ps. The end-of-flow timing check tallies setup violations at 0.

Post-route period utilization is reported as between 40% and 50%.

Drt
Per the log, the first TritonRoute iteration ended with a DRC count of 1075. Per the detail_route report, the via count comes to 20570. The number of vias per cell after detailed routing is 5.880. TritonRoute reported its final design rule violation total as 0. The routed design has 95520 um of wire.

The count of nets left with antenna violations once routing finished came out at 0. For this sky-water flow run, the detailed-routed wirelength per cell is reported as ~27 um. The number of detailed-routing iterations run before antenna repair is 5.

Clocking
The clock-pin transition on the worst setup and hold timing paths is 60 ps. The total clock sinks is 1029. The TritonCTS buffer count is 100. After clock tree synthesis, the setup repair step added 0 buffers. The report puts the hold buffer count at CTS at 0.

TritonCTS built the clock tree. The buffer depth of the longest clock path is 3. The root buffer cell is sky130_fd_sc_hd__clkbuf_16.

The post-cts repair resize count is 0. The H-tree generated during clock tree synthesis spans 3 levels.

Run
The run reported a max-capacitance violation count of 0. In this run the tools logged warnings totalling 29.

Logic synthesis
The count of different cell masters after synthesis is 24. The cell type with the largest total area is sky130_fd_sc_hd__edfxtp_1. Yosys reported a register bit count of 1029. After synthesis the cells add up to 0.03996 sq mm. The most frequently used cell type in the post-synthesis netlist is sky130_fd_sc_hd__edfxtp_1.

After synthesis, the cell types taking the most area are sky130_fd_sc_hd__edfxtp_1 77%, sky130_fd_sc_hd__mux2i_1 13%, sky130_fd_sc_hd__a22oi_1 1.8%. The sequential cell area fraction in the yosys report is 77.21%. The area of the synthesized netlist per yosys stat is between 0.03 and 0.04 sq mm. In the synthesized netlist the dominant register cell turns out to be sky130_fd_sc_hd__edfxtp_1. The per-instance average area after synthesis is 17.88 sq um.

The number of synthesized flops with an enable pin is 1024. Counting instances in the post-synthesis netlist gives the leading cell types as 1024 x sky130_fd_sc_hd__edfxtp_1, 512 x sky130_fd_sc_hd__mux2i_1, 99 x sky130_fd_sc_hd__nand2_1. The share of synthesized area in the top cell type comes to roughly 77%. In the synthesized netlist the async set-or-reset flop fraction comes to 0%. The cell count in the Yosys report is 2235. The synthesized instance count is 2235. The number of warnings printed during yosys synthesis is 1.

Global routing
The first global-routing pass estimated 140100 um of wire. The number of antenna violations at the first check in global routing is 1. The total track usage is 26.68%. The number of global-route vias before repair is 21670. Entering global routing, the biggest net connects 104 pins. For this run the aggregate overflow at the end of global routing stands at 0.

Power and ir drop
Per the summary, power density relative to cell area is 88.86 mW/mm^2. The largest voltage drop on the vdd net is 69.79 uV. The leakage component of the power was reported as 15.64 nW.

The total power is 0.004030 W.

Worst setup path
On the critical path the data arrives at 4760 ps. The sort of element at the start of the critical path is a register. The sort of element at the end of the critical path is an output pin.

Data on the critical path is required at its endpoint by between 15000 and 20000 ps. The startpoint-to-endpoint class of the critical path is reg2out. The largest fanout of any net on the critical path is 91.

Cells and area
The register with the most flip-flops in the layout has 1024 of them. The register containing the most flip-flops in the final layout is mem. Per the layout report, the design carries 5711 filler cells.

The proportion of layout cells with a drive suffix above 1 is 11.04%. The share of the core filled with cells in the final layout is 57.41%. The largest registers in the layout are mem (1024). The area added between synthesis and finish is 13.51%.

Worst hold path
The number of cells on the worst hold path is listed as 1. The tightest min-delay check is of the in2reg type. The origin of the worst min-delay path is address[1].

Run status
The run finished with clean final reports.

Floorplan
The core region is just under 0.08 sq mm. The floorplan step set the die height to 284.7 um. Before placement the cells fill around half of the core.

After floorplanning, the core was divided into 103 placement rows. The overall chip area is 0.08105 sq mm. The I/O pin count is slightly above 70. The die width is roughly 280 um.
==> layout by cell type, fill, tap and decap left out, types with 3 or more instances in the layout <==
cell and n:
sky130_fd_sc_hd__or3b_2 3, sky130_fd_sc_hd__clkbuf_1 15, sky130_fd_sc_hd__nand3_1 97, sky130_fd_sc_hd__buf_4 83, sky130_fd_sc_hd__bufinv_16 10, sky130_fd_sc_hd__clkinv_1 28, sky130_fd_sc_hd__a21oi_1 96, sky130_fd_sc_hd__mux2i_1 512
sky130_fd_sc_hd__edfxtp_1 1024, sky130_fd_sc_hd__nand2_1 98, sky130_fd_sc_hd__a22oi_1 96, sky130_fd_sc_hd__clkinvlp_4 4, sky130_fd_sc_hd__nor3_1 32, sky130_fd_sc_hd__dfxtp_1 4, sky130_fd_sc_hd__clkbuf_16 103, sky130_fd_sc_hd__nand3b_1 4
sky130_fd_sc_hd__a22o_1 64, sky130_fd_sc_hd__a31oi_1 32, sky130_fd_sc_hd__clkinv_2 20, sky130_fd_sc_hd__clkdlybuf4s50_1 70, sky130_fd_sc_hd__nor2_4 33
==> worst max path at each step <==
stage,cells after the start,end,slack [ps],start
4_1_cts,9,data_out[31],12960,register
6_report,9,data_out[31],13000,register
5_1_grt,9,data_out[31],12720,register
==> power breakdown <==
group	total, W	leakage, nW	switching, W	internal (W)
combinational	0.000211	4.80	0.000133	0.0000777
clock	0.00165	1.57	0.000693	0.000960
sequential	0.00217	9.27	0.00000681	0.00216
==> critical path, stage by stage (launching register included) <==
cell                              delay (ps)
sky130_fd_sc_hd__dfxtp_4                 730
sky130_fd_sc_hd__buf_4                   600
sky130_fd_sc_hd__buf_12                  560
sky130_fd_sc_hd__buf_4                   730
sky130_fd_sc_hd__mux2i_1                 160
sky130_fd_sc_hd__a22o_1                  260
sky130_fd_sc_hd__nor3_1                  230
sky130_fd_sc_hd__a31oi_1                  80
sky130_fd_sc_hd__nand3_1                 150
sky130_fd_sc_hd__clkdlybuf4s50_1         490
==> final cells by class <==
class / instances / area (sq um) / share of cell area (%)
sequential: 1029 / 30850 / 68.03
multi-input combinational: 1078 / 8615 / 18.99
clock buffer: 118 / 2634 / 5.807
timing repair buffer: 155 / 1364 / 3.007
tap: 1050 / 1314 / 2.897
clock inverter: 66 / 570.5 / 1.258
antenna: 2 / 5.005 / 0.01103
==> through the flow <==
step	worst slack [ps]	cell area (sq um)	instances
after floorplan	15330	39960	2235
after global placement	13690	42150	3312
after detailed placement	13640	42150	3312
after CTS	12960	45350	3496
after global routing	12720	45350	3497
final	13000	45350	3498
==> layer usage <==
layer  vias to the layer above  wire [um]  part of all wire (%)  track usage [%]
li1                       9185          -                     -                -
met1                     10080      32800                    34            35.44
met2                      1158      46500                    49            40.04
met3                       143      14090                    15            17.20
met4                         2       2104                   2.2            4.866
met5                         -         25                 0.026           0.8929
==> kinds of logic after synthesis <==
| group | synth area share, % |
|---|---|
| muxes | 12.83 |
| AOI/OAI and AO/OA | 4.910 |
| DFF | 77.21 |
| and+or+nand+nor | 3.141 |
| buffers and inverters | 1.913 |
Power and IR drop assume default switching activity.
